**./config.mk**
```make
export PLATFORM = sky130hd
export DESIGN_NAME = SimpleCPU
export DESIGN_NICKNAME = SimpleCPU
export VERILOG_FILES = /design/flow/design.v
export SDC_FILE = /design/flow/constraint.sdc
export NUM_CORES = 4
export LEC_CHECK = 1
export CORE_UTILIZATION = 30
```
**./constraint.sdc**
```tcl
current_design SimpleCPU

set clk_period 6.2
set clk_io_pct 0.2

create_clock -name clk0 -period $clk_period [get_ports {clk}]

set non_clock_inputs [all_inputs -no_clocks]
set_input_delay [expr $clk_period * $clk_io_pct] -clock clk0 $non_clock_inputs
set_output_delay [expr $clk_period * $clk_io_pct] -clock clk0 [all_outputs]
```
**./design.v**
```verilog
`timescale 1ns / 1ps
module SimpleCPU(clk, rst, data_fromRAM, wrEn, addr_toRAM, data_toRAM);
parameter SIZE = 10;
input clk, rst;
input wire [31:0] data_fromRAM;
output reg wrEn;
output reg [SIZE-1:0] addr_toRAM;
output reg [31:0] data_toRAM;
reg [2:0] stateCurrent,stateNext;
reg [31:0] reg1,reg1Next;
reg [31:0] reg2,reg2Next;
reg [31:0] result,resultNext;
reg [31:0] IW,IWNext;
reg [9:0] PC,PCNext;
always@(posedge clk) begin
	if(rst) begin
		stateCurrent <= 3'b000;
		reg1<=0;
		reg2<=0;
		result<=0;
		IW<=0;
		PC<=0;
	end else begin
		stateCurrent<=stateNext;
		reg1<=reg1Next;
		reg2<=reg2Next;
		result<=resultNext;
		IW<=IWNext;
		PC<=PCNext;
	end
end
always@(*) begin
	addr_toRAM=0;
	data_toRAM=0;
	wrEn=0;
	stateNext=stateCurrent;
	case(stateCurrent)
		3'b000: begin  
		wrEn=1'b0;
		addr_toRAM=PC;
		PCNext=PC+1'b1;
		stateNext=3'b001;
	end
	3'b001 : begin  
		IWNext=data_fromRAM;
		stateNext=3'b010;
	end
	3'b010 : begin  
		if(IW[31:29]==3'b000) begin  
			addr_toRAM=IW[27:14];
		end else if(IW[31:29]==3'b001) begin  
			addr_toRAM=IW[27:14];
		end else if(IW[31:29]==3'b010) begin   
			addr_toRAM=IW[27:14];
		end else if(IW[31:29]==3'b011) begin  
			addr_toRAM=IW[27:14];
		end else if(IW[31:29]==3'b100) begin  
		end else if(IW[31:29]==3'b101) begin  
			if(IW[28:28]==1'b1) begin
				addr_toRAM=IW[27:14];
			end else begin 
				addr_toRAM=IW[13:0];
			end
		end else if(IW[31:29]==3'b110) begin  
			if(IW[28:28]==1'b1) begin
				reg2Next=IW[13:0];
				addr_toRAM=IW[27:14];
			end else begin 
				addr_toRAM=IW[13:0];
			end
		end else if(IW[31:29]==3'b111) begin  
			addr_toRAM=IW[27:14];
		end else begin end
		stateNext=3'b011;
	end
	3'b011 : begin  
		if(IW[31:29]==3'b000) begin  
			reg1Next=data_fromRAM;
			if(IW[28:28]==1'b1) begin
			end else begin 
				addr_toRAM=IW[13:0];   
			end
		end else if(IW[31:29]==3'b001) begin  
			reg1Next=data_fromRAM;
			if(IW[28:28]==1'b1) begin
			end else begin 
				addr_toRAM=IW[13:0];  
			end
		end else if(IW[31:29]==3'b010) begin   
			reg1Next=data_fromRAM;
			if(IW[28:28]==1'b1) begin
			end else begin 
				addr_toRAM=IW[13:0];
			end
		end else if(IW[31:29]==3'b011) begin  
			reg1Next=data_fromRAM;
			if(IW[28:28]==1'b1) begin
			end else begin 
				addr_toRAM=IW[13:0];
			end
		end else if(IW[31:29]==3'b100) begin  
			if(IW[28:28]==1'b1) begin
			end else begin 
				addr_toRAM=IW[13:0];
			end
		end else if(IW[31:29]==3'b101) begin  
			if(IW[28:28]==1'b1) begin
				reg1Next=data_fromRAM;
				addr_toRAM=IW[13:0];
			end else begin 
				reg2Next=data_fromRAM;
				addr_toRAM=reg2[13:0];
			end
		end else if(IW[31:29]==3'b110) begin  
			if(IW[28:28]==1'b1) begin
				reg1Next=data_fromRAM;
			end else begin 
				reg2Next=data_fromRAM;
			end
		end else if(IW[31:29]==3'b111) begin  
			reg1Next=data_fromRAM;
			if(IW[28:28]==1'b1) begin
			end else begin 
				addr_toRAM=IW[13:0];
			end
		end else begin end
		stateNext=3'b100;
	end
	3'b100 : begin  
		if(IW[31:29]==3'b000) begin  
			if(IW[28:28]==1'b1) begin
				reg2Next={18'd0,IW[13:0]};
			end else begin 
				reg2Next=data_fromRAM;
			end
			stateNext=3'b101;
		end else if(IW[31:29]==3'b001) begin  
			if(IW[28:28]==1'b1) begin
				reg2Next={18'd0,IW[13:0]};
			end else begin 
				reg2Next=data_fromRAM;
			end
			stateNext=3'b101;
		end else if(IW[31:29]==3'b010) begin   
			if(IW[28:28]==1'b1) begin
				reg2Next={18'd0,IW[13:0]};
			end else begin 
				reg2Next=data_fromRAM;
			end
			stateNext=3'b101;
		end else if(IW[31:29]==3'b011) begin  
			if(IW[28:28]==1'b1) begin
				reg2Next={18'd0,IW[13:0]};
			end else begin 
				reg2Next=data_fromRAM;
			end
			stateNext=3'b101;
		end else if(IW[31:29]==3'b100) begin  
			if(IW[28:28]==1'b1) begin
				reg2Next={18'd0,IW[13:0]};
			end else begin 
				reg2Next=data_fromRAM;
			end
			stateNext=3'b101;
		end else if(IW[31:29]==3'b101) begin  
			if(IW[28:28]==1'b1) begin
				reg2Next=data_fromRAM;
			end else begin 
				reg2Next=data_fromRAM;
				addr_toRAM=IW[27:14];
			end
			stateNext=3'b101;
		end else if(IW[31:29]==3'b110) begin  
			if(IW[28:28]==1'b1) begin
			end else begin 
				if(reg2==32'd0) begin
					addr_toRAM=IW[27:14];
					stateNext=3'b101;
				end else begin
					stateNext=3'b000;
				end
			end
		end else if(IW[31:29]==3'b111) begin  
			if(IW[28:28]==1'b1) begin
				reg2Next={18'd0,IW[13:0]};
			end else begin 
				reg2Next=data_fromRAM;
			end
			stateNext=3'b101;
		end else begin
			stateNext=3'b101;
		 end
	end
	3'b101: begin  
		if(IW[31:29]==3'b000) begin  
			result=reg1+reg2;
		end else if(IW[31:29]==3'b001) begin  
			result=~(reg1&reg2);
		end else if(IW[31:29]==3'b010) begin   
			result=(reg2 < 14'd32) ? (reg1 >> reg2):(reg1 << (reg2 - 14'd32));
		end else if(IW[31:29]==3'b011) begin  
			result=(reg1 < reg2) ? 32'd1:32'd0;
		end else if(IW[31:29]==3'b100) begin  
			result= reg2;
		end else if(IW[31:29]==3'b101) begin  
			if(IW[28:28]==1'b1) begin
				result=reg2;
			end else begin 
				reg1Next=data_fromRAM;
			end
		end else if(IW[31:29]==3'b110) begin  
			if(IW[28:28]==1'b1) begin
				result=reg1+reg2;
			end else begin 
				reg1Next=data_fromRAM;
			end
		end else if(IW[31:29]==3'b111) begin  
			result=reg1*reg2;
		end else begin end
		stateNext=3'b110;
	end
	3'b110: begin  
		if(IW[31:29]==3'b000) begin  
			data_toRAM=result;
			addr_toRAM=IW[27:14];
			wrEn=1'b1;
			stateNext=3'b000;
		end else if(IW[31:29]==3'b001) begin  
			data_toRAM=result;
			addr_toRAM=IW[27:14];
			wrEn=1'b1;
			stateNext=3'b000;
		end else if(IW[31:29]==3'b010) begin   
			data_toRAM=result;
			addr_toRAM=IW[27:14];
			wrEn=1'b1;
			stateNext=3'b000;
		end else if(IW[31:29]==3'b011) begin  
			data_toRAM=result;
			addr_toRAM=IW[27:14];
			wrEn=1'b1;
			stateNext=3'b000;
		end else if(IW[31:29]==3'b100) begin  
			data_toRAM=result;
			addr_toRAM=IW[27:14];
			wrEn=1'b1;
			stateNext=3'b000;
		end else if(IW[31:29]==3'b101) begin  
			if(IW[28:28]==1'b1) begin
					data_toRAM=result;
					addr_toRAM=reg1[13:0];
					wrEn=1'b1;
					stateNext=3'b000;
			end else begin 
					result=reg2;
					stateNext=3'b111;
			end
		end else if(IW[31:29]==3'b110) begin  
			if(IW[28:28]==1'b1) begin
				PCNext=result[9:0];
				stateNext=3'b000;
			end else begin 
				PCNext=reg1[9:0];
				stateNext=3'b000;
			end
		end else if(IW[31:29]==3'b111) begin  
			data_toRAM=result;
			addr_toRAM=IW[27:14];
			wrEn=1'b1;
			stateNext=3'b000;
		end else begin 
			stateNext=3'b111;
		end
	end
	3'b111: begin  
		if(IW[31:29]==3'b101) begin  
			if(IW[28:28]==1'b1) begin
			end else begin 
				data_toRAM=result;
				addr_toRAM=IW[27:14];
				wrEn=1'b1;
				stateNext=3'b000;
			end
		end else begin end
		stateNext=3'b000;
	end
	default: begin end
	endcase
	end
endmodule
```
**./run.sh**
```bash
#!/bin/bash
# OpenROAD 26Q1-2900-gdf79404cd8, Yosys 0.63+post, stock flow scripts
make -C /OpenROAD-flow-scripts/flow DESIGN_CONFIG=/design/flow/config.mk WORK_HOME=/design/flow/orfs finish
```
==> run summary <==
flow finished, numbers: clock root buffer=clkbuf_16, DRT antenna net count=0, register area=just under 0.003 mm^2, # Cells Yosys=between 600 and 700, WL per Instance=about 14 um, Setup WS pre-CTS=around 2000 ps, logic area=about 0.0026 mm^2, largest net degree at the start of global routing=about 52, CP startpoint kind=flip-flop, met3 Resource Use GR=1.753%, synth warn=between 90 and 100, Overflow after GRT=0, gr usage total=between 10 and 15%, GR met2 Demand/Resource=roughly 20%, syn_area_per_cell=slightly above 9 um^2, Num CTS Buffers=9, crit-path cells=o21ai_0 -> or4b_1 -> or3_1 -> nand2_1 -> o2bb2ai_1 -> clkdlybuf4s50_1, Design Area, Final=0.006671 mm^2, DRC violations left=0, status=completed, Mapped Cells=approximately 630, mux share=between 2 and 2.5%, vias in the first global route=3694, Area growth syn-to-layout=13.91%, RSZ-0062 raised after global routing=no, maximum vdd ir drop=roughly 0.00013 V, final hold violation count=0, f_max=218.3 MHz, count leader, synth=nor2b_1, Final WS setup=between 1500 and 2000 ps, top comb family, area=simple AND/OR/NAND/NOR gates, 1st-iter DRT viols=307, Yosys top cell area share=a little under a third, overall routed net length=~13 mm, Die W=141.7 um, top_reg_cell synth=dfxtp_1, synthesis area per yosys=0.005857 mm^2, WHS Path Cells=1, Die Ht=141.7 um, worst slew pin tran=approximately 770 ps, most used routing layer in global routing=met1, input/output buffers=~44, yosys aoi share=16.98%, Crit-path slowest cell=dfxtp_1, die area=about 0.020 mm^2, CTS H-tree lvls=3, R2R depth=3, Async SR Flop Fraction=0%, Worst-path clk slew=roughly 60 ps, Cell area leaders=dfxtp_1 (30%), dlxtn_1 (20%), nor2b_1 (11%), buf_4 (4.1%), a22oi_1 (2.8%), cycle use final=73.87%, MaxCap Viol Count=0, Via density=between 4 and 5, Crit Path Category=flip-flop to output pin, global placement routability congestion=0.9038, via count=about 4200, CP peak stage delay=just over 800 ps, count of unclocked register or latch pins=80, clk_skew=about 3.3 ps, num ports=between 70 and 80, WP data arrival=roughly 3300 ps, Cell Area, Synth=roughly 0.0059 mm^2, Cell Rows=roughly 50, Fin Setup TNS=0 ps, LEAKAGE=about 2.7 nW, post-layout util=a little over a third, Yosys reg bits=approximately 170, synth cell count leaders=nor2b_1 (106), dfxtp_1 (88), dlxtn_1 (80), tool warning count=25, adder share=0.2136%, CORE AREA=roughly 0.019 mm^2, Cell Type Count=between 40 and 50, worst-path maximum fanout=24, Slew Limit Fails=0, min Tclk post-route=roughly 4600 ps, FP Core Util=between 30% and 40%, dominant cell type by area after synthesis=dfxtp_1, first-pass GRT wire length=approximately 21 mm, initial antenna violation count=0, placed cell area=approximately 0.0064 mm^2, Max clock buf depth=2, min-delay worst type=flip-flop to flip-flop, endpoints left unconstrained=around 80, setup violators final=0, CTS hold repair buffers=0, cell area power density=~200 mW/mm^2, post-CTS sizing=0, # fillers=1925, First-pass DRT Iterations=5, met1 GRT Util=21.76%, CTS tree=done, count of library flops with an enable pin=0, Setup Fix Bufs, Post-CTS=0, and+or+nand+nor area frac=21.30%, Late-Pin Clk Latency=about 350 ps, post-DP HPWL=roughly 9.8 mm, Worst setup EP type=output pin, Req. time, crit path=~5000 ps, antenna cells=0, Rel. slew slack=between 40% and 50%, layout cells sized above 1=approximately 5.2%, XORs/XNORs by Area=roughly 1.3%
-- final cells by class --
class	count	area share, %
repair buffers	52	7.427
clock inverters	7	0.7127
clock buffers	9	3.376
flip-flops and latches	168	44.41
well taps	260	4.876
inverters	4	0.2251
multi-input cells	419	38.97
-- cells by family (layout without fill, tap and decap cells) --
logic type	Yosys count	after routing
DFF	88	88
muxes	14	14
latches	80	80
and+or+nand+nor	216	216
other	1	32
AOI/OAI and AO/OA	147	147
adders and majority gates	1	1
buffers and inverters	75	72
xor gates and xnor gates	9	9
-- sequential cells by signal, indices dropped and copies added (netlist names) --
register and flops:
IW 28, IWNext 28, PC 10, PCNext 10
reg1 10, reg1Next 10, reg2 32, reg2Next 32
stateCurrent 8
-- per-stage QoR --
stage | hold slack, ps | power [mW] | std cells
6_report | 481.7 | 1.317 | 919
5_1_grt | 502.6 | 1.382 | 919
4_1_cts | 482.8 | 1.334 | 919
3_5_place_dp | 465.3 | 0.8367 | 903
3_3_place_gp | 463.1 | 0.8368 | 903
2_1_floorplan | 454.3 | 0.7709 | 662
-- metal layers --
metal	wire length, um	vias up
met5	0	-
met2	5829	131
met4	367	0
met1	6383	1908
li1	-	2158
met3	661	20
-- cells in the final DEF (no fill, tap or decap), types with 22 or more instances in the layout --
master and count:
conb_1 32, a21oi_1 28, a22oi_1 22, dfxtp_1 88, nor2b_1 106, o21ai_0 28, nand2_1 36, dlxtn_1 80
clkdlybuf4s50_1 43
-- where the power goes --
| group | internal [mW] | total, mW | switching (mW) |
|---|---|---|---|
| Combinational | 0.0795 | 0.164 | 0.0841 |
| Clock | 0.271 | 0.496 | 0.225 |
| Sequential | 0.634 | 0.658 | 0.0244 |
-- critical path, delay by kind of cell (launching register included) --
family	cells	cell delay, ps
AND-OR/OR-AND	2	410
flip-flops	1	820
AND/OR/NAND/NOR	3	1260
buffers and inverters	1	490
-- final timing paths --
check                  start         endpoint  slack (ps)
max                   IW[29]    addr_toRAM[2]        1620
min          stateCurrent[0]  stateCurrent[4]         480
max reg2reg           IW[29]  stateCurrent[0]        4350
min reg2reg  stateCurrent[0]  stateCurrent[4]         480
Power and IR drop assume default switching activity.
